==> flow/config.mk <==
export PLATFORM = sky130hd
export DESIGN_NAME = Pattern_History_Table
export DESIGN_NICKNAME = Pattern_History_Table
export VERILOG_FILES = /design/flow/design.v
export SDC_FILE = /design/flow/constraint.sdc
export NUM_CORES = 4
export LEC_CHECK = 1
export CORE_AREA = 10 10 70 70
export DIE_AREA = 0 0 80 80
==> flow/constraint.sdc <==
current_design Pattern_History_Table

set clk_period 2.7
set clk_io_pct 0.2

create_clock -name clk0 -period $clk_period [get_ports {clk}]

set non_clock_inputs [all_inputs -no_clocks]
set_input_delay [expr $clk_period * $clk_io_pct] -clock clk0 $non_clock_inputs
set_output_delay [expr $clk_period * $clk_io_pct] -clock clk0 [all_outputs]
==> flow/design.v <==
module Pattern_History_Table (
  input wire [2:0] GHR,     
  input wire taken,         
  input wire clk,           
  input wire reset,         
  input wire update,        
  output reg predicted      
);
  reg [0:7] PHT;
  integer index;
  always @(posedge clk or posedge reset) begin
    if (reset) begin
      PHT <= 8'b00000000;  
    end
    else if (update) begin
      index = GHR;  
      PHT[index] <= taken;  
    end
    else begin
      index = GHR;
      predicted <= PHT[index];  
    end
  end
endmodule
==> flow/run.sh <==
#!/bin/bash
# OpenROAD 26Q1-2900-gdf79404cd8, Yosys 0.63+post, stock flow scripts
make -C /OpenROAD-flow-scripts/flow DESIGN_CONFIG=/design/flow/config.mk WORK_HOME=/design/flow/orfs finish
==> results.txt <==
impl run done, here's what came out: n_diodes=0, Slew @ Worst Pin=0.3393 ns, Final GP Congestion=0.8967, maximum VDD drop=0.0001231 V, outcome=complete, no violations, stages on the worst setup path=6, IO Pins=8, Slew HR=77.17%, global route overflow=0, unrepaired setup endpoints after global routing=no, via density per instance=4.167, vias in the first global route=426, Area growth syn-to-layout=30.17%, Yosys chip area=514.2 sq um, CP max stage cell=clkdlybuf4s50_1, GR Util met1=4.886%, R2R cell count=2, leakage power=0.2626 nW, initial DRC count=28, Clock Tree Buf Depth=2, Core Rows=21, Avg WL per Cell=11.07 um, FP Core Util=15.05%, number of enable flip-flop cells=1, via count=425, antenna-violating nets left=0, number of fill cells=369, Worst-path clk slew=0.06 ns, post-synthesis average cell area=11.43 sq um, Post-CTS Hold Fix Bufs=0, CP Max Fanout=6, min-delay worst type=reg -> reg, CTS Buf Count=3, fraction of registers with async set/reset=88.89%, Die ar.=0.006400 sq mm, initial antenna violation count=0, I/O Buffers=7, crit start category=primary input, Top area cell types=dfrtp_1, mux4_1, o21ai_0, ha_1, edfxtp_1, Top cell area share=38.93%, TritonCTS clock tree=done, worst setup path class=in -> reg, tally of yosys warning messages=1, M2 GR Usage=5.778%, TNS Setup=0 ns, Tot Pwr=0.0003877 W, CP Capture Type=flop, total of max-cap violations=0, required time worst endpoint=2.84 ns, post-synthesis sequential area ratio=44.77%, clk sink count=9, post-CTS setup repair buffer count=0, ys flop type=dfrtp_1, die height=80 um, Setup crit start=GHR[0], die span in x=80 um, aggregate global-route resource usage=3.843%, end of the critical path=PHT[0]$_DFFE_PP0P_, yosys stat cell total=45, post-layout min period=2.127 ns, arrival time at the worst endpoint=2.27 ns, Clock Skew=0.0007434 ns, FF-to-FF End=predicted$_DFFE_PP_, Netlist cell types=19, H-tree depth=1, fmax=470.1 MHz, hold_sp=PHT[0]$_DFFE_PP0P_, post-synth top area cell=dfrtp_1, count of final setup violators=0, Synth Instances=45, critical path buffer and inverter count=1, power per cell area=579.1 mW/mm^2, routed wire length=1129 um, Core Region=0.003416 sq mm, first-pass GRT wire length=1994 um, post-layout period usage of the worst path=78.78%, router iterations before antenna repair=4, r2r setup slk=1.32 ns, GRT met3 Usage=2.045%, Final Slew Violations=0, crit-path cells=clkdlybuf4s50_1, ha_1, ha_1, or3b_1, o31ai_1, o31ai_1, placed cell count=98, DRC violations left=0, ys flops=9, synth cell count leaders=o21ai_0, dfrtp_1, ha_1, nand2_1, o41ai_1, largest net degree at the start of global routing=9, layout cells sized above 1=10.71%, Root Buffer=clkbuf_4, Log Warnings=26, most frequent cell after synthesis=o21ai_0, Finished Layout Cells=102, reg2reg start=PHT[3]$_DFFE_PP0P_, Final Hold Viols=0, detailed-placement wirelength estimate=881.9 um, CP max stage delay=0.49 ns, CP top delay family=adder cells, Mapped Area=514.2 sq um, Post-CTS Resized=0, Top Usage Layer GRT=met2, Late-Pin Clk Latency=0.26 ns
how the worst min path moves through the flow:
stage	endpoint	slack (ns)	cells after the start
finish	PHT[0]$_DFFE_PP0P_	0.50	2
global route	PHT[0]$_DFFE_PP0P_	0.53	2
CTS	PHT[0]$_DFFE_PP0P_	0.50	2
sequential cells by signal (all words and copies together) (netlist names):
| register | cells |
|---|---|
| PHT | 8 |
| predicted | 1 |
cells by family (layout without fill, tap and decap cells):
| family | Yosys count | in the layout | synth area share, % |
|---|---|---|---|
| adder cells (fa/ha/maj) | 3 | 3 | 7.300 |
| multiplexers | 4 | 4 | 14.36 |
| buffers and inverters | 2 | 13 | 1.460 |
| flip-flops | 9 | 9 | 44.77 |
| AND-OR/OR-AND | 14 | 14 | 16.79 |
| AND/OR/NAND/NOR | 13 | 13 | 15.33 |
layer usage:
layer / vias up / part of all wire (%)
met5: - / 0
met4: 0 / 0
met3: 0 / 11
met2: 18 / 43
met1: 206 / 46
li1: 201 / -
cell usage in the layout, fill, tap and decap left out, drive strengths merged:
cell,synthesis,final
and2,1,1
clkbuf,0,3
clkdlybuf4s50,0,7
clkinv,0,1
dfrtp,8,8
edfxtp,1,1
ha,3,3
inv,2,2
mux2,1,1
mux2i,1,1
mux4,2,2
nand2,3,3
nand2b,2,2
nand3,1,1
nand3b,1,1
nor2,1,1
nor2b,1,1
nor4,1,1
o21ai,9,9
o31ai,2,2
o41ai,3,3
or3b,2,2
metrics by stage:
stage          utilization [%]  setup slack, ns  instance area [sq um]  hold WS, ns
6_report                 19.60           0.5730                  669.4       0.4957
3_3_place_gp             18.79           0.3034                  641.9       0.4812
4_1_cts                  19.60           0.5731                  669.4       0.5010
2_1_floorplan                -           0.9477                  514.2       0.3557
3_5_place_dp             18.79           0.2974                  641.9       0.4860
5_1_grt                  19.60           0.4191                  669.4       0.5338
power by group:
group	switching (W)	leakage [nW]	internal (W)
combinational	0.0000403	0.138	0.0000514
clock	0.0000522	0.0177	0.0000548
sequential	0.0000171	0.107	0.000172
total	0.000110	0.263	0.000278
worst register-to-register path: stages, from the launching register on:
cell,delay (ns)
dfrtp_1,0.39
mux4_1,0.48
mux2_2,0.27
final cells by class:
type | instances | area [sq um] | area share, %
Inverter | 2 | 7.507 | 1.121
Tap cell | 46 | 57.56 | 8.598
Sequential cell | 9 | 230.2 | 34.39
Clock buffer | 3 | 22.52 | 3.364
Multi-Input combinational cell | 34 | 276.5 | 41.31
Timing Repair Buffer | 7 | 70.07 | 10.47
Clock inverter | 1 | 5.005 | 0.7477
Power is estimated from default activity; no workload was simulated.
