[design/flow/run.sh]
#!/bin/bash
# OpenROAD 26Q1-2900-gdf79404cd8, Yosys 0.63+post, stock flow scripts
make -C /OpenROAD-flow-scripts/flow DESIGN_CONFIG=/design/flow/config.mk WORK_HOME=/design/flow/orfs finish
[design/flow/config.mk]
export PLATFORM = sky130hd
export DESIGN_NAME = Register_file
export DESIGN_NICKNAME = Register_file
export VERILOG_FILES = /design/flow/design.v
export SDC_FILE = /design/flow/constraint.sdc
export NUM_CORES = 4
export LEC_CHECK = 1
export CORE_UTILIZATION = 40
[design/flow/constraint.sdc]
current_design Register_file

set clk_period 6.7
set clk_io_pct 0.2

create_clock -name clk0 -period $clk_period [get_ports {clk}]

set non_clock_inputs [all_inputs -no_clocks]
set_input_delay [expr $clk_period * $clk_io_pct] -clock clk0 $non_clock_inputs
set_output_delay [expr $clk_period * $clk_io_pct] -clock clk0 [all_outputs]
[design/flow/design.v]
module Decoder_4to16
    (
	  input [3:0] IN,
      output reg [15:0] OUT
    );
always @(*) begin
	case(IN)
		4'h0:OUT=16'h0001;
		4'h1:OUT=16'h0002;
		4'h2:OUT=16'h0004;
		4'h3:OUT=16'h0008;
		4'h4:OUT=16'h0010;
		4'h5:OUT=16'h0020;
		4'h6:OUT=16'h0040;
		4'h7:OUT=16'h0080;
		4'h8:OUT=16'h0100;
		4'h9:OUT=16'h0200;
		4'ha:OUT=16'h0400;
		4'hb:OUT=16'h0800;
		4'hc:OUT=16'h1000;
		4'hd:OUT=16'h2000;
		4'he:OUT=16'h4000;
		4'hf:OUT=16'h8000;
	endcase
end
endmodule
module Mux_16to1 #(parameter WIDTH=4)
    (
	  input [3:0] select,
	  input [WIDTH-1:0] input_0, input_1, input_2, input_3, input_4, input_5, input_6, input_7, input_8, input_9, input_10, input_11, input_12, input_13, input_14, input_15,
      output reg [WIDTH-1:0] output_value
    );
always@(*) begin
	case(select)
		4'b0000:output_value = input_0;
		4'b0001:output_value = input_1;
		4'b0010:output_value = input_2;
		4'b0011:output_value = input_3;
		4'b0100:output_value = input_4;
		4'b0101:output_value = input_5;
		4'b0110:output_value = input_6;
		4'b0111:output_value = input_7;
		4'b1000:output_value = input_8;
		4'b1001:output_value = input_9;
		4'b1010:output_value = input_10;
		4'b1011:output_value = input_11;
		4'b1100:output_value = input_12;
		4'b1101:output_value = input_13;
		4'b1110:output_value = input_14;
		4'b1111:output_value = input_15;
		default: output_value = {WIDTH{1'b0}};
	endcase
end
endmodule
module Register_file #(parameter WIDTH=32)
    (
	  input clk, write_enable, reset,
	  input [3:0] Source_select_0, Source_select_1, Destination_select,
	  input	[WIDTH-1:0] DATA, Reg_15,
	  output reg [WIDTH-1:0] out_0, out_1
    );
wire [WIDTH-1:0] Reg_Out [14:0];
wire [14:0] Reg_enable;
genvar i;
generate
    for (i = 0 ; i < 15 ; i = i + 1) begin : registers
        Register_sync_rw #(WIDTH) Reg (.clk(clk),.reset(reset),.we(Reg_enable[i]& write_enable),.DATA(DATA),.OUT(Reg_Out[i]));
    end
endgenerate
Decoder_4to16 dec (.IN(Destination_select),.OUT(Reg_enable));
Mux_16to1 #(WIDTH) mux_0 (.select(Source_select_0),
	.input_0 (Reg_Out[0]),
	.input_1 (Reg_Out[1]),
	.input_2 (Reg_Out[2]),
	.input_3 (Reg_Out[3]),
	.input_4 (Reg_Out[4]),
	.input_5 (Reg_Out[5]),
	.input_6 (Reg_Out[6]),
	.input_7 (Reg_Out[7]),
	.input_8 (Reg_Out[8]),
	.input_9 (Reg_Out[9]),
	.input_10(Reg_Out[10]),
	.input_11(Reg_Out[11]),
	.input_12(Reg_Out[12]),
	.input_13(Reg_Out[13]),
	.input_14(Reg_Out[14]),
	.input_15(Reg_15),
	.output_value(out_0)
    );
Mux_16to1 #(WIDTH) mux_1 (.select(Source_select_1),
	.input_0 (Reg_Out[0]),
	.input_1 (Reg_Out[1]),
	.input_2 (Reg_Out[2]),
	.input_3 (Reg_Out[3]),
	.input_4 (Reg_Out[4]),
	.input_5 (Reg_Out[5]),
	.input_6 (Reg_Out[6]),
	.input_7 (Reg_Out[7]),
	.input_8 (Reg_Out[8]),
	.input_9 (Reg_Out[9]),
	.input_10(Reg_Out[10]),
	.input_11(Reg_Out[11]),
	.input_12(Reg_Out[12]),
	.input_13(Reg_Out[13]),
	.input_14(Reg_Out[14]),
	.input_15(Reg_15),
	.output_value(out_1)
    );
endmodule
module Register_sync_rw #(
     parameter WIDTH=8)
    (
	  input  clk, reset,we,
	  input	[WIDTH-1:0] DATA,
	  output reg [WIDTH-1:0] OUT
    );
always@(posedge clk) begin
	if (reset == 1'b1)
		OUT<={WIDTH{1'b0}};
	else if(we==1'b1)	
		OUT<=DATA;
end
endmodule	 
==> summary.txt <==
most used flip-flop cell -> dfxtp_1
setup repair after global routing missed its margin -> no
post-synthesis sequential area ratio -> 38.9%
Tool Warnings -> 31
die x size -> 250 um
Die Area -> 0.0627 mm^2
Setup TNS -> 0 ns
WP data required -> 5.36 ns
CTS Buffer Depth -> 3
Max VDD drop -> 200 uV
Placer Congestion -> 1.02
Worst-Margin Slew -> 1.32 ns
yosys cell count -> 3293
total gr overflow -> 0
yosys xor share -> 0%
CTS Buf Count -> 54
post-synthesis simple-gate area fraction -> 20.3%
Cell Type Count -> 50
crit path time final -> 5.82 ns
comb area leader -> AND-OR/OR-AND gates
aoi share -> 30.5%
DR pass1 iterations -> 7
Area Growth Syn to Fin -> 16.1%
gr usage total -> 40.7%
Avg Inst Size Synth -> 7.49 um^2
vias in the first global route -> 25900
Worst Reg2Reg Path Length in Cells -> 2
status -> completed
R2R Path Start -> registers[9].Reg.OUT[2]
Post-CTS Setup Bufs -> 0
R2R Setup Slk -> 5.93 ns
io pins -> 143
layout cell share with drive strength beyond 1 -> 8.89%
CP Class -> input port to output pin
ys flops -> 480
Final Slew Violations -> 0
Post-synth EDFFs -> 0
Yosys top cell area share -> 38.9%
Hold Path Class -> register to register
CP max stage delay -> 0.63 ns
Setup Skew -> 0 ns
row cnt -> 90
initial core utilization -> 40.6%
type of element launching the critical path -> input port
Cell area leaders -> dfxtp_1, nand2_1, a21oi_1
max reg flops -> 480
Largest Register -> registers.Reg.OUT
Root Driver -> clkbuf_16
dpl cell area -> 0.0268 mm^2
Synth top cell by count -> nand2_1
final period utilization -> 86.9%
CP max FO -> 29
commonest cells in the netlist -> nand2_1, a21oi_1, dfxtp_1, clkbuf_1, a221oi_1
Hold Fails Final Rpt -> 0
initial antenna violation count -> 2
TritonCTS sink count -> 480
CP max-delay cell -> buf_4
count of input and output buffers -> 142
CTS Hold Bufs -> 0
Mapped Area -> 0.0247 mm^2
Max Clock Freq -> 172 MHz
CTS clk-pin slew, worst paths -> 0.06 ns
Arr. time, crit path -> 4.48 ns
max_cap viols -> 0
DP HPWL -> 73900 um
count of final setup violators -> 0
DR vias/cell -> 6.68
FFs w/ async S/R, synth -> 0%
routed via count -> 27400
Clk Latency, worst-skew pair -> 0.63 ns
mux share -> 4.29%
CP startpoint -> Source_select_0[0]
CTS tree -> done
Crit path top cell by count -> buf_4
first-pass GRT wire length -> 179000 um
worst r2r dst -> registers[9].Reg.OUT[2]
Top Registers -> registers.Reg.OUT x480
largest net degree at the start of global routing -> 145
# DRC -> 0
CP endpoint kind -> output pin
slew margin rel. -> 11.9%
CP Cell Sequence -> buf_4 -> buf_4 -> inv_1 -> buf_4 -> nor3_1 -> a22o_1 -> a211oi_1 -> a21oi_1 -> clkdlybuf4s50_1
antenna-violating nets left -> 0
adder share -> 0%
DRT iter0 DRCs -> 3573
drt total wl -> 127000 um
Design Area, Final -> 0.0286 mm^2
H-tree Lvls -> 2
core area -> 0.0607 mm^2
Gates resized, CTS repair -> 0
worst setup path end -> out_0[1]
Die Ht -> 250 um
WL/cell -> 30.9 um
Yosys top cell by area -> dfxtp_1
Cells after Synth -> 3293
synth warn -> 5
Leak -> 9.45 nW
yosys synthesis chip area -> 0.0247 mm^2
Pwr Density -> 243 mW/mm^2
[critical path, delay by kind of cell]
family	cells	cell delay [ns]
and+or+nand+nor	1	0.55
buffers and inverters	5	2.00
AOI/OAI and AO/OA	3	0.54
[placed cells by master, fill, tap and decap left out, drive strengths merged, types with 9 or more instances in the layout]
cell and n:
o221ai 21, nor2b 42, a221oi 129, nand2b 34, a32oi 10, clkdlybuf4s50 133
a22oi 113, o32ai 25, a21o 20, a22o 79, nand2 1039, nor2 66
a31oi 9, clkbuf 82, o2bb2ai 27, mux2i 72, o21ai 44, buf 127
nand3 17, a211oi 10, o22ai 44, nor3 12, a222oi 20, o22a 47
a21oi 508, mux2 30, clkinv 14, dfxtp 480
[through the flow]
step           worst slack [ns]  hold slack, ns  util [%]  total power, mW  instances
6_report                  0.880           0.466      47.2             6.95       4102
5_1_grt                   0.910           0.483      47.2             7.08       4101
4_1_cts                    1.02           0.468      47.2             6.90       4101
3_5_place_dp               1.03           0.459      44.1             3.78       3999
3_3_place_gp              0.996           0.452      44.1             3.78       3999
2_1_floorplan              2.72           0.439         -             3.37       3293
[power breakdown]
| group | total [mW] | internal [mW] | leakage [nW] | switching, mW |
|---|---|---|---|---|
| combinational | 0.851 | 0.260 | 4.65 | 0.591 |
| sequential | 2.92 | 2.89 | 3.87 | 0.0314 |
| clock | 3.17 | 1.88 | 0.928 | 1.30 |
[cell type report]
cell class / count / area, um^2
antenna: 1 / 2.50
clock buffer: 82 / 1600
clock inverter: 20 / 280
fill: 5626 / 32100
inverter: 5 / 18.8
multi-input combinational: 2472 / 13800
sequential: 480 / 9610
tap: 782 / 978
timing repair buffer: 260 / 2330
[metal layers]
| metal | track usage, % | part of all wire (%) | vias to the layer above |
|---|---|---|---|
| met4 | 19.7 | 6.3 | 2 |
| li1 | - | - | 11700 |
| met1 | 54.2 | 37 | 12800 |
| met5 | 0 | 0.010 | - |
| met2 | 55.0 | 40 | 2279 |
| met3 | 20.5 | 17 | 560 |
[cells by family (layout without fill, tap and decap cells)]
| family | after synthesis | count (layout) |
|---|---|---|
| flops | 480 | 480 |
| buf+inv | 341 | 367 |
| compound gates | 1127 | 1127 |
| other cells | 0 | 1 |
| simple gates | 1243 | 1243 |
| mux | 102 | 102 |
[how the worst min path moves through the flow]
| stage | depth (start not counted) | endpoint | start | slack (ns) |
|---|---|---|---|---|
| 5_1_grt | 2 | registers[8].Reg.OUT[1] | registers[8].Reg.OUT[1] | 0.48 |
| 6_report | 2 | registers[8].Reg.OUT[1] | registers[8].Reg.OUT[1] | 0.47 |
| 4_1_cts | 2 | registers[8].Reg.OUT[26] | registers[8].Reg.OUT[26] | 0.47 |
Power is estimated from default activity; no workload was simulated.
