### design/flow/design.v
module branch (
  input wire [31:0] PC,          
  input wire [31:0] new_BTA,     
  input wire clk,                
  input wire reset,              
  input wire update,             
  output wire hit,               
  output reg [31:0] predicted_PC  
);
  parameter BTB_SIZE = 3;
  reg [31:0] BTB_PC [0:BTB_SIZE-1];
  reg [31:0] BTB_BTA [0:BTB_SIZE-1];
  reg [BTB_SIZE-1:0] valid;
  reg [$clog2(BTB_SIZE)-1:0] LRU;
  reg [BTB_SIZE-1:0] hit_array;
  integer i;
  always @(posedge clk or posedge reset) begin
    if(reset) begin
      valid <= 0;
      LRU <= 0;
      hit_array <= 0;
    end
    else begin
      for(i = 0; i < BTB_SIZE; i = i + 1) begin
        if(valid[i] && BTB_PC[i] == PC) begin
          hit_array[i] <= 1;
          predicted_PC <= BTB_BTA[i];
          if(update) begin
            LRU <= i;
          end
        end
        else begin
          hit_array[i] <= 0;
        end
      end
      if(update && !hit) begin
        BTB_PC[LRU] <= PC;
        BTB_BTA[LRU] <= new_BTA;
        valid[LRU] <= 1;
        LRU <= (LRU + 1) % BTB_SIZE;
      end
    end
  end
  assign hit = |hit_array;
endmodule
### design/flow/run.sh
#!/bin/bash
# OpenROAD 26Q1-2900-gdf79404cd8, Yosys 0.63+post, stock flow scripts
make -C /OpenROAD-flow-scripts/flow DESIGN_CONFIG=/design/flow/config.mk WORK_HOME=/design/flow/orfs finish
### design/flow/config.mk
export PLATFORM = sky130hd
export DESIGN_NAME = branch
export DESIGN_NICKNAME = branch
export VERILOG_FILES = /design/flow/design.v
export SDC_FILE = /design/flow/constraint.sdc
export NUM_CORES = 4
export LEC_CHECK = 1
export CORE_UTILIZATION = 40
### design/flow/constraint.sdc
current_design branch

set clk_period 11.2
set clk_io_pct 0.2

create_clock -name clk0 -period $clk_period [get_ports {clk}]

set non_clock_inputs [all_inputs -no_clocks]
set_input_delay [expr $clk_period * $clk_io_pct] -clock clk0 $non_clock_inputs
set_output_delay [expr $clk_period * $clk_io_pct] -clock clk0 [all_outputs]
==> results.json <==
{
  "syn2layout_area_growth_pct": 22.9,
  "max_slew_margin_pct": 44.3,
  "ys_seq_share_pct": 77.9,
  "synthDistinctLibCells": 29,
  "cts_sinks": 232,
  "clockBufferDepth": 3,
  "routabilityCongestion": 0.804,
  "critical_path_buf_inv_count": 3,
  "top_cell": "edfxtp_1",
  "setup_slack_ns": 6.32,
  "cts_buffers": 24,
  "vias_per_cell": 4.84,
  "tool_warnings": 27,
  "cpPeakStageDelay_ns": 0.71,
  "crit_path_end": "predicted_PC[30]$_DFFE_PP_",
  "fin_cells": 919,
  "clk_latency_ns": 0.51,
  "dpl.hpwl_um": 9620,
  "path_max_fanout": 65,
  "r2r_cells": 7,
  "ys_async_sr_fraction_pct": 3.45,
  "grt_start_max_net_pins": 66,
  "ys_cells": 503,
  "synth_area_um2": 8890,
  "outcome": "finished clean",
  "grt_pass1_wl_um": 24200,
  "critPathLaunch": "PC[23]",
  "drt_iter0_drc": 261,
  "skew_ns": 0.0133,
  "place_area_um2": 10200,
  "rsz0062_at_grt": "no",
  "clkTransAtPathRegs_ns": 0.05,
  "edf_count": 224,
  "avgRoutedWirePerCell_um": 16.8,
  "route.detailed.drc": 0,
  "core_area_um2": 21800,
  "regToRegStartpoint": "BTB_PC[2][23]$_DFFE_PP_",
  "buffer_ports.inserted": 99,
  "dieArea_um2": 22800,
  "grt_overflow_total": 0,
  "fp.dieW_um": 151,
  "avgSynthCellArea_um2": 17.7,
  "postCtsHoldBufs": 0,
  "cp_num_cells": 8,
  "grt_pass1_vias": 4631,
  "pre_cts_slack_ns": 5.74,
  "hold_violations": 0,
  "ff2ff_setup_slack_ns": 8.26,
  "crit_chain": "clkdlybuf4s50_1 > xor2_1 > nor4_1 > nand4_1 > or3_4 > inv_1 > o31a_2 > buf_4",
  "fp.dieH_um": 151,
  "ff_type": "edfxtp_1",
  "cp.arrival_ns": 5.04,
  "cts_tree": "yes",
  "wl_um": 15400,
  "io_pins": 100,
  "firstDrtPassIters": 4,
  "setup_tns_ns": 0,
  "top_cell_area_share_pct": 75.7,
  "ir_worst_vdd_v": 0.0000960,
  "vias": 4446,
  "slew_viol_final": 0,
  "criticalPathCategory": "in -> reg",
  "ys.warnings.count": 3,
  "top_area_cell": "edfxtp_1",
  "synth_flops": 232,
  "ctsResizeCount": 0,
  "core.rowCount": 54,
  "holdPathStages": 1,
  "top_cells_by_area": "edfxtp_1, xor2_1, mux2i_1",
  "leakage_uw": 0.00386,
  "cts_setup_buffers": 0,
  "finalSetupViolCount": 0,
  "grt_antenna_before_repair": 2,
  "common_cells": "edfxtp_1, xor2_1, nor2_1",
  "layout-drive-gt1-share_pct": 6.43,
  "cts_htree_levels": 1,
  "track_usage_pct": 15.2,
  "crit_family": "simple AND/OR/NAND/NOR gates",
  "hold_class": "reg -> reg",
  "fp_util_pct": 40.7,
  "start_kind": "primary input",
  "fin_crit_ns": 4.88,
  "fin_util_pct": 50.1,
  "crit_path_end_kind": "flip-flop",
  "placedCellCount": 877,
  "pwr_density_cell_nw_per_um2": 170,
  "worst_slew_pin_slew_ns": 0.835,
  "ant_nets": 0,
  "fin_area_um2": 10900,
  "period_used_pct": 43.6,
  "synth_chip_area_um2": 8890,
  "required_ns": 11.35,
  "r2r-end": "predicted_PC[30]$_DFFE_PP_",
  "cts_root_buf": "clkbuf_16",
  "fmax_mhz": 205,
  "synth_cells": 503,
  "drv_cap": 0,
  "cp_slowest_cell": "or3_4"
}
worst reg2reg max path, delay by kind of cell (launching register included):
| family | cells | cell delay [ns] |
|---|---|---|
| simple gates | 3 | 1.24 |
| buf+inv | 2 | 0.61 |
| flops | 1 | 0.37 |
| xor+xnor | 1 | 0.17 |
| compound gates | 1 | 0.16 |
cells by family after synthesis:
group	Yosys count	synth area share, %
and+or+nand+nor	81	4.66
AOI/OAI and AO/OA	42	2.56
xor gates and xnor gates	96	9.46
muxes	32	3.60
buffers and inverters	17	1.35
DFF	232	77.9
adders and majority gates	3	0.422
worst min path at each step:
| stage | start | to | slack [ns] |
|---|---|---|---|
| CTS | valid[2]$_DFFE_PP0P_ | valid[2]$_DFFE_PP0P_ | 0.46 |
| global route | valid[0]$_DFFE_PP0P_ | valid[0]$_DFFE_PP0P_ | 0.48 |
| finish | valid[2]$_DFFE_PP0P_ | valid[2]$_DFFE_PP0P_ | 0.46 |
metrics by stage:
step	hold WS, ns	power [uW]
final	0.459	1860
after floorplan	0.425	1090
after CTS	0.460	1880
after detailed placement	0.448	1150
after global placement	0.439	1140
after global routing	0.480	1930
power by group:
part | switching (uW) | internal [uW] | leakage (uW) | total (uW)
sequential | 13.1 | 998 | 0.00212 | 1010
clock | 296 | 436 | 0.000353 | 732
combinational | 64.6 | 50.6 | 0.00139 | 115
final cells by class:
type	instances	area, um2
clock buffer	29	619
inverter	6	22.5
clock inverter	12	111
timing repair buffer	105	1040
antenna	1	2.50
multi-input combinational	254	1850
fill	1752	10900
sequential	232	6930
tap	280	350
state kept, by name, indices dropped and copies added, names as in the netlist, named ones only:
register	cells
hit_array	3
valid	3
predicted_PC	32
BTB_PC	96
BTB_BTA	96
per-layer routing:
layer / track usage (%) / part of all wire [%] / wire (um) / vias up
li1: - / - / - / 2132
met2: 22.6 / 46 / 7120 / 151
met4: 2.80 / 2.1 / 324 / 2
met1: 23.3 / 42 / 6490 / 2134
met5: 0 / 0.084 / 13 / -
met3: 6.27 / 9.4 / 1450 / 27
placed cells by master (no fill, tap or decap), drive strengths merged, types with 2 or more instances in the layout:
cell | netlist | final
a21o | 2 | 2
inv | 6 | 6
and3 | 4 | 4
mux2i | 32 | 32
nor3 | 5 | 5
nor2 | 34 | 34
nand2 | 5 | 5
bufinv | 0 | 2
buf | 10 | 6
clkinv | 0 | 10
dfrtp | 8 | 8
a21oi | 32 | 32
xnor2 | 30 | 30
ha | 3 | 3
nor4 | 15 | 15
o21ai | 5 | 5
nand3 | 5 | 5
edfxtp | 224 | 224
xor2 | 66 | 66
clkdlybuf4s50 | 0 | 99
nand4 | 9 | 9
clkbuf | 1 | 29
Power and IR drop assume default switching activity.
